==> flow/design.v <==
module seq_generator (
  input           clk,
  input           reset,
  output   [31:0] seq_o
);
    reg [31:0] seq_reg_a,seq_reg_b,seq_reg_next;
    always @(posedge clk) begin
        if(reset) begin
            seq_reg_a<='h0;
            seq_reg_b<=32'h00000001;
        end
        else begin 
            seq_reg_a<=seq_reg_next;
            seq_reg_b<=seq_reg_a;
        end
    end
    always @(posedge clk) begin
        if(reset)
            seq_reg_next<='h0;
        else 
            seq_reg_next<=seq_reg_a+seq_reg_b ;
    end
    assign seq_o=seq_reg_a;
endmodule
==> flow/run.sh <==
#!/bin/bash
# OpenROAD 26Q1-2900-gdf79404cd8, Yosys 0.63+post, stock flow scripts
make -C /OpenROAD-flow-scripts/flow DESIGN_CONFIG=/design/flow/config.mk WORK_HOME=/design/flow/orfs finish
==> flow/config.mk <==
export PLATFORM = sky130hd
export DESIGN_NAME = seq_generator
export DESIGN_NICKNAME = seq_generator
export VERILOG_FILES = /design/flow/design.v
export SDC_FILE = /design/flow/constraint.sdc
export NUM_CORES = 4
export LEC_CHECK = 1
export CORE_UTILIZATION = 30
==> flow/constraint.sdc <==
current_design seq_generator

set clk_period 9.2
set clk_io_pct 0.2

create_clock -name clk0 -period $clk_period [get_ports {clk}]

set non_clock_inputs [all_inputs -no_clocks]
set_input_delay [expr $clk_period * $clk_io_pct] -clock clk0 $non_clock_inputs
set_output_delay [expr $clk_period * $clk_io_pct] -clock clk0 [all_outputs]
==> deck_impl_summary.md <==
Physical Implementation Snapshot

Outcome
  – Status: complete, no violations

Worst setup path
  – Critical Path End: seq_reg_next[26]$_SDFF_PP0_
  – WS Path Type: input pin to register
  – CP Depth: 6
  – Critical Path Source: reset
  – Startpoint Class: input pin
  – Crit-path max FO: 54
  – CP dominant cell by count: buf_4
  – FF-to-FF setup slack: 6.46 ns
  – Top cell family by delay on the critical path: buffers and inverters
  – CP Capture Type: register
  – Worst r2r dst: seq_reg_next[28]$_SDFF_PP0_
  – Worst r2r src: seq_reg_a[0]$_SDFF_PP0_
  – Max incr delay on CP: 0.54 ns
  – CP max stage cell: buf_4
  – CP Cell Sequence: buf_4, buf_4, nand2b_1, nor2_1, a211oi_1, nand3_1
  – Crit path DAT: 3.40 ns
  – FF-to-FF path depth: 8
  – Crit path DRT: 9.43 ns
  – Bufs and invs on worst path: 2

Yosys
  – Mean Syn Cell Area: 9.33 um^2
  – Mapped Area: 0.00449 mm^2
  – Area leader, netlist: dfxtp_1
  – Top cells, area: dfxtp_1, nor2b_1, ha_1
  – Seq share, synth: 42.8%
  – Async S/R FF share, synth: 0%
  – #FFs+latches synth: 96
  – Distinct cells, synth: 62
  – Max-area cell share: 42.8%
  – Yosys cell count: 481
  – Cells after synthesis: 481
  – Ys flop type: dfxtp_1
  – Yosys warning total: 1
  – YS chip area: 0.00449 mm^2
  – Flip-flops with a built-in enable: 0

Detailed routing
  – DRC viols: 0
  – Routed WL per cell: 12.9 um
  – First DRT Iteration DRCs: 161
  – DRT Pass-1 Iters: 5
  – Vias post-DR: 3,367
  – Via density: 4.88
  – Post-DRT Antenna Nets: 0
  – N_diodes: 0
  – Total Wirelength: 8.90 mm

Clocking
  – Clk latency late pin: 0.35 ns
  – Clk buf depth: 2
  – CTS sink cnt: 96
  – Post-CTS Resized: 0
  – Post-cts hold buffer count: 0
  – CTS tree: yes
  – Setup Buffers After CTS: 0
  – CTS Root Cell: clkbuf_16
  – Cts bufs inserted: 9
  – Worst-path clk slew: 0.07 ns
  – H-tree Lvls: 3

Floorplanning
  – Die Y: 124 um
  – Row count: 44
  – Die Wd: 124 um
  – Core Area: 0.0146 mm^2
  – Fp_density: 30.8%
  – IO Pins: 34
  – Chip area: 0.0155 mm^2

Layout
  – Fill count: 1,425
  – Most frequent logic cell in the layout: dfxtp_1
  – Reg area: 0.00192 mm^2
  – Top cells excl fill/tap: dfxtp_1, nor2b_1, a21oi_1, clkdlybuf4s50_1, ha_1
  – Synth-to-layout area growth: 16.1%
  – Fraction of layout cells with a size suffix above 1: 5.73%
  – Area of the multi-input gates: 0.00242 mm^2
  – Final Core Density: 35.7%

Pwr
  – Sw frac: 23.1%
  – Int Pwr: 0.000631 W
  – Sequential share of power: 52.1%
  – Combinational fraction of design power: 4.8%
  – Pwr/cell area: 157 mW/mm^2
  – Clock group share of total power: 43.0%
  – Leakage power: 2.04 nW
  – Peak supply drop: 0.0781 mV
  – Switching power: 0.000190 W

Global routing
  – Global-route wire length before repair: 15.2 mm
  – Global Route Usage Sum: 12.0%
  – Initial antenna violation count: 0
  – Number of global-route vias before repair: 3,120
  – Gr ovfl total: 0
  – Pin count of the biggest net entering global routing: 55

Run
  – Tool Warnings: 25
  – Maxcap violations: 0

STA
  – Clk_skew: 0.00694 ns
  – Final number of max-transition violations: 0
  – Max transition margin: 47.3%
  – Unrepaired setup endpoints after global routing: no
  – Final setup fails: 0
  – Final hold violation count: 0
  – Setup TNS: 0 ns
  – Clock period minus worst slack: 3.17 ns
  – Tightest Pin Transition: 0.780 ns
  – Final worst path period share: 34.5%
  – Fmax: 315 MHz

Place
  – # port buffers: 33
  – Dpl hpwl: 6.40 mm
  – RePlAce Congestion: 0.867

Worst hold path
  – Min-Delay Path Class: register to register
## per-layer routing
layer / GRT usage, % / up-vias / part of all wire (%)
li1: - / 1750 / -
met1: 18.5 / 1532 / 51
met2: 17.7 / 73 / 42
met3: 2.76 / 12 / 5.2
met4: 1.98 / 0 / 1.6
met5: 0 / - / 0
## per-stage QoR
step,power [W],cells,hold slack [ns],instance area [um^2],worst slack [ns]
3_3_place_gp,0.000476,674,0.419,4930,5.66
6_report,0.000820,690,0.434,5210,6.03
3_5_place_dp,0.000477,674,0.420,4930,5.64
5_1_grt,0.000858,690,0.448,5210,5.83
4_1_cts,0.000831,690,0.436,5210,6.01
2_1_floorplan,0.000465,481,0.414,4490,6.33
## state kept, by name, indices dropped and copies added, names as in the netlist
name,count
seq_reg_b,32
seq_reg_a,32
seq_reg_next,32
## worst register-to-register path, cell delays in order (launching register included)
cell	delay, ns
dfxtp_1	0.32
ha_1	0.24
fa_1	0.41
a21o_1	0.23
a221o_2	0.37
a21oi_1	0.39
o41ai_1	0.15
a21oi_1	0.17
mux2_1	0.33
## cell type report
cell class / count / share of cell area, %
clock inverter: 7 / 1.13
tap: 184 / 4.42
timing repair buffer: 35 / 6.58
clock buffer: 9 / 4.32
sequential: 96 / 36.9
multi-input combinational: 355 / 46.4
inverter: 4 / 0.288
## cell families (layout without fill, tap and decap cells)
family                   after synthesis  count (layout)  share of synthesized area [%]
AND-OR/OR-AND                        116             116                           17.2
XOR/XNOR                              19              19                           3.71
adder cells (fa/ha/maj)               32              32                           9.09
buffers and inverters                 30              55                           3.32
flip-flops                            96              96                           42.8
multiplexers                           3               3                          0.725
AND/OR/NAND/NOR                      185             185                           23.2
## power by group through the flow
stage / Combinational, W / Sequential (W) / Clock [W]
CTS: 0.0000402 / 0.000428 / 0.000363
global route: 0.0000457 / 0.000429 / 0.000383
finish: 0.0000396 / 0.000428 / 0.000353
## cell usage after synthesis (5+ instances only)
cell      count
nor2b_1      71
o21ai_1       5
o21a_1        6
o21ai_0      19
o21bai_1      5
xor2_1        9
nand4_1       8
o211ai_1      7
nor3_1       18
a21o_1        9
clkbuf_2      5
nand3_1       9
nand2_1      20
nor2_1       30
ha_1         31
xnor2_1      10
a211oi_1      5
dfxtp_1      96
a21oi_1      40
clkbuf_1     15
## worst min path at each step
stage / from / endpoint / slack, ns / cells after the start
4_1_cts: seq_reg_next[20]$_SDFF_PP0_ / seq_reg_a[20]$_SDFF_PP0_ / 0.44 / 1
5_1_grt: seq_reg_next[20]$_SDFF_PP0_ / seq_reg_a[20]$_SDFF_PP0_ / 0.45 / 1
6_report: seq_reg_next[20]$_SDFF_PP0_ / seq_reg_a[20]$_SDFF_PP0_ / 0.43 / 1
No activity file was given, so power comes from the tool's default toggle rates.
