==> /design/flow/design.v <==
module spi_master #(parameter clk_div=4,DATA_WIDTH=16)(
  input clk,
  input reset,
  output m_sclk,
  output m_mosi,
  output m_csn,
  input  m_miso,
  input  [DATA_WIDTH-1:0] data_in,
  output reg [DATA_WIDTH-1:0] data_out,
  input xfer_en,
);
  reg reg_sclk;
  reg reg_mosi;
  reg reg_miso;
  reg reg_csn;
  reg [3:0] data_count;
  reg [1:0] state,next;
  localparam idle=0,csn=1,clk_en=2, cs_high=3;
  always @(posedge clk) begin
    if(reset)   state<=idle;
    else        state<=next;
  end
  always @(*) begin
    next=state;
    case(state)
      idle   : if(xfer_en)   next=csn;
               else          next=idle;
       csn   :               next=clk_en;
      clk_en : if(data_count==DATA_WIDTH-1) next=cs_high;
      cs_high: if(xfer_en)   next=csn;
               else          next=cs_high;
    endcase
  end
  always @(posedge m_sclk) begin
    if(reset)
       data_count<=0;
    else if(data_count==DATA_WIDTH-1) 
           data_count<=0;
    else begin
           data_count<=data_count+1'b1;
           data_out[data_count]<=m_miso;
           reg_mosi<=data_in[data_count];
        end    
  end
  assign m_mosi =reg_mosi;
  assign m_sclk = state==clk_en ? clk: 1'b0;
  assign m_csn= (state==csn || state==clk_en) ? 1'b0 : 1'b1;
endmodule
==> /design/flow/run.sh <==
#!/bin/bash
# OpenROAD 26Q1-2900-gdf79404cd8, Yosys 0.63+post, stock flow scripts
make -C /OpenROAD-flow-scripts/flow DESIGN_CONFIG=/design/flow/config.mk WORK_HOME=/design/flow/orfs finish
==> /design/flow/config.mk <==
export PLATFORM = sky130hd
export DESIGN_NAME = spi_master
export DESIGN_NICKNAME = spi_master
export VERILOG_FILES = /design/flow/design.v
export SDC_FILE = /design/flow/constraint.sdc
export NUM_CORES = 4
export LEC_CHECK = 1
export CORE_AREA = 10 10 96 96
export DIE_AREA = 0 0 106 106
==> /design/flow/constraint.sdc <==
current_design spi_master

set clk_period 3.9
set clk_io_pct 0.2

create_clock -name clk0 -period $clk_period [get_ports {clk}]

set non_clock_inputs [all_inputs -no_clocks]
set_input_delay [expr $clk_period * $clk_io_pct] -clock clk0 $non_clock_inputs
set_output_delay [expr $clk_period * $clk_io_pct] -clock clk0 [all_outputs]
==> results_slide.txt <==
Flow Results at a Glance

Routing
  • Residual DRC count: 0
  • Total Wirelength: 3900 um
  • Post-route ant nets: 0
  • Vias/cell: 4.30
  • Diodes inserted: 0
  • DRT Pass-1 Iters: 4
  • Via count: 1178
  • Wire per inst: 14.2 um
  • Initial DRC count: 70

Logic synthesis
  • # Cells Yosys: 126
  • Post-Synth AOI/OAI Area: 20.1%
  • Main logic family: AND-OR/OR-AND gates
  • Register area share after synthesis: 46.9%
  • Post-synthesis async set-or-reset flop share: 0%
  • Top cells by area, synth: edfxtp_1 36%, dfxtp_1 11%, o2bb2ai_1 7.4%, mux4_2 6.3%, ha_1 4.4%
  • Post-synthesis xor/xnor area fraction: 1.23%
  • Post-synth EDFFs: 17
  • Unique cell types: 42
  • Synth warn: 1
  • Main flop type after synthesis: edfxtp_1
  • Area leader, netlist: edfxtp_1
  • Yosys synthesis chip area: 1430 um2
  • Avg Cell Area, Syn: 11.3 um2
  • Flops after synth: 25
  • Post-Synthesis Cell Area: 1430 um2
  • Simple-Gate Area Share: 12.5%
  • Synth Area in Adders: 4.38%
  • Syn Inst Count: 126
  • Largest type area fraction: 35.7%
  • Mux area share: 10.4%

Setup path
  • Peak fanout along the critical path: 2
  • Worst Path Class, Setup: clk -> out
  • Top delay family on crit path: buffers and inverters
  • CP peak stage delay: 0.41 ns
  • Critical Path Start Type: clock port
  • CP bufs+invs: 5
  • Most frequent CP cell: clkbuf_8
  • Crit path DAT: 3.05 ns
  • Worst setup EP type: output pin
  • Required @ worst endpoint: 3.12 ns
  • Cell Chain, Critical Path: clkbuf_8 -> clkbuf_8 -> and2_1 -> clkbuf_8 -> clkbuf_8 -> clkdlybuf4s50_1
  • Critical Path Slowest Stage Cell: clkdlybuf4s50_1

Layout
  • Top cells excl fill/tap: 38 x clkdlybuf4s50_1, 17 x clkbuf_8, 17 x edfxtp_1
  • Final instance area: 2130 um2
  • Fill cells: 742
  • Fin util: 29.5%
  • Syn-to-layout area delta: 49.0%
  • Most frequent logic cell in the layout: clkdlybuf4s50_1
  • Fraction of layout cells with a size suffix above 1: 16.6%

Power and ir drop
  • Pwr dens: 280 nW/um2
  • Leakage: 0.737 nW
  • Comb power frac: 21.3%
  • Net load switching power: 0.000139 W
  • Power share of the sequential group: 21.8%
  • Switching Share: 23.3%
  • Peak supply drop: 0.237 mV
  • Clock power frac: 56.9%
  • Internal: 0.000458 W

Global routing
  • Met2 usage: 10.6%
  • Antenna violations before repair: 0
  • Grt met1 use: 8.89%
  • Remaining Overflow, GRT: 0
  • Global-route wire length before repair: 6400 um
  • Gr usage total: 7.07%
  • Number of global-route vias before repair: 1249
  • Largest net degree at the start of global routing: 20
  • Met3 Usage GRT: 3.06%
  • Layer with the highest usage: met2

Flow run
  • Max_cap viols: 0
  • OpenROAD warning count: 32

Floorplanning
  • Ports: 39
  • Die ar.: 11200 um2
  • Site Rows: 31
  • Die Span X: 106 um
  • Core area: 7210 um2
  • Die H: 106 um
  • Initial Util: 19.8%

Place
  • Placed Area: 1890 um2
  • Gpl congestion: 0.804
  • Detailed placer's ending HPWL: 2670 um
  • PortBufs: 38
  • Place WS: 0.464 ns

STA
  • Hold slack: -1.01 ns
  • Post-route setup slack: 0.0733 ns
  • Final Hold Viols: 1
  • Slew Limit Fails: 0
  • Slew headroom: 54.5%
  • Skew final: 0.00593 ns
  • Endpoints failing setup: 0
  • Slew @ Worst Pin: 0.682 ns
  • Final TNS setup: 0 ns
  • RSZ-0062 raised after global routing: no

Clocking
  • CTS tree: yes
  • Gates resized, CTS repair: 0
  • Clock latency at the later pin of the worst-skew pair: 0.83 ns
  • Reg clk slew, reported paths: 0.03 ns

Run status
  • Failing checks: negative hold slack
  • Outcome: finished with violations

Hold path
  • Worst min path class: reg -> gate
==> cells in the mapped netlist (2+ instances only) <==
cell type  number
edfxtp_1       17
nor2_1         12
o2bb2ai_1      12
nand2_1         9
dfxtp_1         8
o21ai_0         7
inv_1           6
ha_1            5
a21oi_1         4
mux4_2          4
buf_2           3
mux2_2          3
o2111ai_1       3
nand2b_1        2
nand3_1         2
nor3_1          2
nor3b_1         2
==> worst reg2reg max path: stages (launching register included) <==
cell and delay (ns):
dfxtp_1 0.75, inv_1 0.18, ha_1 0.40, o41ai_2 0.52, nand2_1 0.11, mux2_2 0.28
==> path summary, 6_finish.rpt <==
check	from	endpoint	slack [ns]	cells after the start
worst min register to register	state[0]	state[0]	0.47	1
worst max register to register	data_count[0]	data_out[4]	1.41	5
worst min-delay path	state[1]	clock gate	-1.01	0
worst max-delay path	clk	m_sclk	0.07	6
min in group clk0	state[0]	state[0]	0.47	1
max in group gated	state[1]	clock gate	2.89	0
==> metal layers <==
layer / wire, um / vias to the layer above
met2: 1860 / 35
met4: 85 / 0
li1: - / 580
met1: 1680 / 556
met3: 268 / 7
met5: 0 / -
==> power groups by stage <==
stage / logic (W) / clock network [W] / registers [W]
CTS: 0.000129 / 0.000349 / 0.000131
global route: 0.000141 / 0.000362 / 0.000134
finish: 0.000127 / 0.000340 / 0.000130
==> sequential cells by signal, indices dropped and copies added (netlist names) <==
signal / flops
data_out: 16
state: 4
reg_mosi: 1
data_count: 4
==> repair_timing <==
action,4_1_cts,5_1_grt
endpoints found under the setup margin,0,0
hold endpoints to repair,1,1
buffers inserted,0,0
==> final cells by class <==
type	count	area, um2	share of cell area [%]
sequential	25	671	31.5
clock buffer	19	248	11.6
timing repair buffer	37	370	17.4
multi-input combinational	88	694	32.6
inverter	6	22.5	1.06
tap	99	124	5.82
==> per-stage QoR <==
stage               std cells  total power [W]  hold slack, ns
global route              274         0.000637          -0.963
finish                    274         0.000597           -1.01
detailed placement        256         0.000269           -1.64
CTS                       274         0.000609          -0.997
global placement          256         0.000269           -1.64
floorplan                 126         0.000200           -1.65
==> kinds of logic after synthesis <==
logic type	Yosys count
buffers and inverters	13
adders and majority gates	5
xor gates and xnor gates	2
muxes	9
DFF	25
AOI/OAI and AO/OA	36
and+or+nand+nor	36
Power figures rest on the tool's default switching activity, not on a simulated workload.
