--- flow/config.mk ---
export PLATFORM = sky130hd
export DESIGN_NAME = pulse_stretcher
export DESIGN_NICKNAME = pulse_stretcher
export VERILOG_FILES = /design/flow/design.v
export SDC_FILE = /design/flow/constraint.sdc
export NUM_CORES = 4
export LEC_CHECK = 1
export CORE_UTILIZATION = 40
--- flow/constraint.sdc ---
current_design pulse_stretcher

set clk_period 5.6
set clk_io_pct 0.2

create_clock -name clk0 -period $clk_period [get_ports {rd_clk}]
create_clock -name clk1 -period $clk_period [get_ports {wr_clk}]

set non_clock_inputs [all_inputs -no_clocks]
set_input_delay [expr $clk_period * $clk_io_pct] -clock clk0 $non_clock_inputs
set_output_delay [expr $clk_period * $clk_io_pct] -clock clk0 [all_outputs]
--- flow/design.v ---
`timescale 1ns / 1ps
module pulse_stretcher #(parameter N=32)(
   input wr_clk,
   input rd_clk,
   input wr_resetn,
   input rd_resetn,
   input sel,
   input pulse,
   output pulse_en,
   output [N-1:0] count
    );
    wire  pulse_out_100;
    reg   pulse_ff1_100M,pulse_ff2_100M;
    reg   pulse_ff3_100M,pulse_ff4_100M;
    wire  pulse_out_slr;
    reg   pulse_in_30M;
        always @(posedge wr_clk) begin
            if(!wr_resetn) begin
               pulse_ff1_100M<='h0;
               pulse_ff2_100M<='h0;
               pulse_ff3_100M<='h0;
               pulse_ff4_100M<='h0;
            end
            else begin
               pulse_ff1_100M<=pulse;
               pulse_ff2_100M<=pulse_ff1_100M;
               pulse_ff3_100M<=pulse_ff2_100M;
               pulse_ff4_100M<=pulse_ff3_100M;
            end
        end
     assign pulse_out_slr=pulse| pulse_ff1_100M |  pulse_ff2_100M | pulse_ff3_100M | pulse_ff4_100M;
     always @(posedge wr_clk) begin
        if(!wr_resetn)
            pulse_in_30M<=0;
        else if(sel)
            pulse_in_30M<=pulse_out_100;
        else
            pulse_in_30M<=pulse_out_slr;
     end
    stretcher_counter pulse_stretcher(
           .wr_clk(wr_clk),
           .wr_resetn(wr_resetn),
           .pulse(pulse),
           .pulse_out_100(pulse_out_100)
     );
    rcv_stretched_pulse #(.N(N)) recv_domain(
       .rd_clk(rd_clk),
       .rd_resetn(rd_resetn),
       .rd_pulse(pulse_in_30M),
       .pulse_en(pulse_en),
       .count(count)
        ); 
endmodule
`timescale 1ns / 1ps
module rcv_stretched_pulse #(parameter N=32) (
   input rd_clk,
   input rd_resetn,
   input rd_pulse,
   output reg pulse_en,
   output [N-1:0] count
    );
    reg   pulse_ff1,pulse_ff2;
    reg [N-1:0] slr_reg ;
    reg state_rd,next_rd;
    parameter idle=0,state2=1;
        always @(posedge rd_clk) begin
            if(!rd_resetn) begin
               pulse_ff1<='h0;
               pulse_ff2<='h0;
            end
            else begin
               pulse_ff1<=rd_pulse;
               pulse_ff2<=pulse_ff1;
            end
        end
        assign pulse_pe = (pulse_ff1==1'b0 && pulse_ff2==1'b1) ? 1'b1:1'b0;
        always @(posedge rd_clk) begin
            if(!rd_resetn)
                state_rd<=idle;
            else
                state_rd<=next_rd;
        end
        always@(*) begin
            next_rd=state_rd;
            case(state_rd)
                idle: if (pulse_pe==1'b1)  next_rd=state2;
                      else                 next_rd=idle;
                state2:if(!rd_resetn)      next_rd=idle;
                       else                next_rd=state2;
            endcase
        end
        assign count_en = (state_rd==state2)?1'b1:1'b0;
        always @(posedge rd_clk) begin
            if(!rd_resetn)     
               slr_reg<= { 1'b1 , {N-1{1'b0}}};
            else if( count_en && (slr_reg == 'h1))
               slr_reg<= { 1'b1 , {N-1{1'b0}}};
            else if (count_en)
              slr_reg<= slr_reg>>1;
        end
        assign count= slr_reg; 
        assign pulse_en_reg = (slr_reg[1]);
        always @(posedge rd_clk) begin
            pulse_en<=pulse_en_reg;
        end    
endmodule
`timescale 1ns / 1ps
module stretcher_counter(
   input    wr_clk,
   input    wr_resetn,
   input    pulse,
   output   reg pulse_out_100
    );
    reg state,next;
    parameter idle=0,state2=1;
    reg [3:0]clk_count;    
    wire pulse_pe,pulse_pe_in,count_en;
    reg   pulse_ff1_100M,pulse_ff2_100M;
    wire  pulse_en_reg;
    wire pulse_reg_100;
        always @(posedge wr_clk) begin
            if(!wr_resetn) begin
               pulse_ff1_100M<='h0;
               pulse_ff2_100M<='h0;
            end
            else begin
               pulse_ff1_100M<=pulse;
               pulse_ff2_100M<=pulse_ff1_100M;
            end
        end
        assign pulse_pe_in = (pulse_ff1_100M==1'b0 && pulse_ff2_100M==1'b1) ? 1'b1:1'b0;
        always @(posedge wr_clk) begin
            if(!wr_resetn)
                state<=idle;
            else
                state<=next;
        end
        always@(*) begin
            next=state;
            case(state)
                idle: if (pulse_pe_in==1'b1)  next=state2;
                      else                    next=idle;
                state2:if(clk_count==5)       next=idle;
                       else                   next=state2;
            endcase
        end
        always @(posedge wr_clk) begin
            case(state)
                idle    : clk_count<='h0;
                state2  : begin
                           if(clk_count==5)    clk_count<='h0;
                           else                clk_count<=clk_count+1'b1;    
                          end
           endcase
        end
        assign pulse_reg_100= (state==state2) ? 1'b1: 1'b0;
        always @(posedge wr_clk) begin
            pulse_out_100<=pulse_reg_100;
        end
endmodule
--- flow/run.sh ---
#!/bin/bash
# OpenROAD 26Q1-2900-gdf79404cd8, Yosys 0.63+post, stock flow scripts
make -C /OpenROAD-flow-scripts/flow DESIGN_CONFIG=/design/flow/config.mk WORK_HOME=/design/flow/orfs finish
==> qor.yml <==
rows: 23
grt_max_degree: 36
cts_resized: 0
yosysUniqueCellTypes: 25
logic_family: "simple AND/OR/NAND/NOR gates"
grt-busiest-layer: "met1"
grt-ovfl-total: 0
place_hpwl_um: 2190
grt_pass1_vias: 1171
first_iter_violations: 49
hold_violations: 0
ys_area_um2: 1760
drive_gt1_frac: 0.0600
start_kind: "input port"
holdPathEnd: "recv_domain.pulse_ff1"
min_path_type: "reg2reg"
top_area_cell: "dfxtp_1"
ys_sh_adder: 0.0142
r2r_slack_ps: 4120
grtUsageTotal: 0.164
top_area_frac: 0.535
fin_setup_tns_ps: 0
r2r-end: "recv_domain.slr_reg[31]"
routabilityCongestion: 0.759
fp.coreArea_um2: 4120
fp.dieW_um: 68.3
ys_warn_count: 6
post_cts_buffers: 0
largest_register_ffs: 32
postSynthCellCount: 159
numSynthFlops: 47
area_leaders: "dfxtp_1, mux2i_1, nor2b_1"
routed_wl_um: 3180
rsz0062_at_grt: "false"
path_clk_slew_ps: 60
area_growth_pct: 29.3
p_seq_frac: 0.564
max_slew_margin: 0.412
fp_util: 0.427
hp-start: "pulse_in_30M"
yosys.area_share.simple: 0.204
use_met2: 0.232
cp.arrival_ps: 2520
status: "completed"
p_int_mw: 0.486
finalClockSkew_ps: 6.47
die.size.y_um: 68.3
met3_usage: 0.0709
cp_slowest_stage_delay_ps: 1050
setup_ws_ps: 3250
setup_viol: 0
critPathRequiredTime_ps: 5770
switching_share: 0.202
viasPerCell: 4.83
grtUsageMet1: 0.244
crit_type: "in2reg"
drtAntennaViolNets: 0
synth-xor-area-share: 0.00996
cts_tree: "built"
synth_seq_share: 0.535
p_leak_nw: 0.747
pin_count: 39
synth.cellmix.compoundShare: 0.0256
final_max_slew_viol_count: 0
post_drt_wl_per_cell_um: 12.7
async_flop_share: 0
antenna_found_initial: 0
p_sw_mw: 0.123
pre_cts_ws_ps: 2920
timing.rr.start: "recv_domain.state_rd"
irDropWorstVdd_uv: 219
pwr-share-clk: 0.402
die_area_um2: 4660
clock-sinks: 47
max_cap_viol_count: 0
antenna_cells: 0
vias: 1207
fillers: 355
yosysMostFrequentCell: "dfxtp_1"
top_cells_by_count: "dfxtp_1, mux2i_1, nor2b_1"
power_density_nw_per_um2: 268
syn_area_um2: 1760
critPathCaptureType: "flop"
synth.avg_cell_area_um2: 11.1
warnings: 27
hold_buffers: 0
reg2reg_depth: 4
mux_share: 0.177
crit_slowest_cell: "clkdlybuf4s50_1"
ys_cells: 159
grt_pass1_wl_um: 5460
drc: 0
comb_power_share: 0.035
cp_max_fo: 35
synth-main-ff-cell: "dfxtp_1"
enable_flop_cells: 0
numPortBuffers: 37
worstPathCellList: "clkdlybuf4s50_1, a21boi_0, o31ai_1"
hold_path_depth: 1
fin_worst_hold_slack_ps: 378
drtPass1Iterations: 2
worstMarginPinSlew_ps: 880
## worst max path at each step
stage                         end  slack (ps)  cells past startpoint       from
6_report  recv_domain.slr_reg[31]        3250                      3  rd_resetn
4_1_cts   recv_domain.slr_reg[31]        3210                      3  rd_resetn
5_1_grt   recv_domain.slr_reg[31]        3050                      3  rd_resetn
## critical path, delay by kind of cell
kind / cells / cell delay, ps
buffers and inverters: 1 / 1050
AOI/OAI and AO/OA: 2 / 350
## cells in the final DEF (no fill, tap or decap), drive strengths merged
master         count
nand3              2
nor2b             31
nand2              2
nor4b              2
nand4              1
clkdlybuf4s50     37
xnor2              1
nor4               5
and2               6
dfxtp             47
a21oi              1
clkbuf            10
inv                3
or3b               1
nor2               5
o21ai              2
o31ai              1
a21boi             3
nand2b             1
clkinv             1
ha                 2
xor2               1
buf                1
nor3               3
mux2i             31
## cell families after synthesis
logic type / count (synthesis)
compound gates: 7
simple gates: 59
xor+xnor: 2
fa+ha+maj: 2
buf+inv: 11
flops: 47
mux: 31
## power groups by stage
stage,Sequential [mW],Combinational [mW],Clock (mW)
finish,0.343,0.0210,0.244
global route,0.343,0.0234,0.273
CTS,0.343,0.0215,0.251
## final cells by class
| cell class | instances | area (um2) | share of cell area |
|---|---|---|---|
| Timing Repair Buffer | 38 | 378 | 0.166 |
| Clock buffer | 10 | 118 | 0.0517 |
| Inverter | 3 | 11.3 | 0.00495 |
| Clock inverter | 1 | 5.00 | 0.00220 |
| Tap cell | 50 | 62.6 | 0.0275 |
| Sequential cell | 47 | 942 | 0.414 |
| Multi-Input combinational cell | 101 | 757 | 0.333 |
## metal layers
layer	vias up	wire, um
met5	-	0
met4	0	40
met3	5	213
met2	31	1260
met1	548	1660
li1	623	-
## metrics by stage
step	instance area (um2)	total power [mW]	utilization	instances
after floorplan	1760	0.364	-	159
after global placement	2150	0.371	0.523	239
after detailed placement	2150	0.371	0.523	239
after CTS	2270	0.616	0.552	250
after global routing	2270	0.639	0.552	250
final	2270	0.608	0.552	250
Power and IR drop assume default switching activity.
